==> /design/flow/run.sh <==
#!/bin/bash
# OpenROAD 26Q1-2900-gdf79404cd8, Yosys 0.63+post, stock flow scripts
make -C /OpenROAD-flow-scripts/flow DESIGN_CONFIG=/design/flow/config.mk WORK_HOME=/design/flow/orfs finish
==> /design/flow/config.mk <==
export PLATFORM = sky130hd
export DESIGN_NAME = full_adder_4_bit
export DESIGN_NICKNAME = full_adder_4_bit
export VERILOG_FILES = /design/flow/design.v
export SDC_FILE = /design/flow/constraint.sdc
export NUM_CORES = 4
export LEC_CHECK = 1
export CORE_AREA = 10 10 70 70
export DIE_AREA = 0 0 80 80
==> /design/flow/constraint.sdc <==
current_design full_adder_4_bit

set clk_period 2.8
set clk_io_pct 0.2

create_clock -name clk0 -period $clk_period

set non_clock_inputs [all_inputs -no_clocks]
set_input_delay [expr $clk_period * $clk_io_pct] -clock clk0 $non_clock_inputs
set_output_delay [expr $clk_period * $clk_io_pct] -clock clk0 [all_outputs]
==> /design/flow/design.v <==
module full_adder_1_bit (
    output sum,carry_out,
    input a,b,carry_in
);   
    wire y0,y1,y2;
    xor(sum,a,b,carry_in);
    and(y0,a,b);
    and(y1,a,carry_in);
    and(y2,b,carry_in);
    or(carry_out, y0, y1, y2);
endmodule
module full_adder_4_bit (
    output c_out,
    output [3:0]sum,  
    input c_in,
    input [3:0]a,b  
);
    wire c1,c2,c3;
    full_adder_1_bit add1(sum[0],c1,a[0],b[0],c_in);
    full_adder_1_bit add2(sum[1],c2,a[1],b[1],c1);
    full_adder_1_bit add3(sum[2],c3,a[2],b[2],c2);
    full_adder_1_bit add4(sum[3],c_out,a[3],b[3],c3);
endmodule
==> notes.md <==
* completed — status
* in -> out — type of the most critical hold path
* 0 — initial detailed-routing violation count
* 0.7618 — routability congestion estimate from global placement
* 14 — count of input and output buffers
* in -> out — crit path kind
* 0 — final slew viol count
* 579 um — first-pass GRT wire length
* 0.00003680 V — peak supply drop
* 425.2 um — post-detailed-placement half-perimeter wirelength
* 48.63 uW — total power
* 18 — gate count of the mapped netlist
* 1 — number of iterations in the first detailed-routing pass
* 0.4286 — fraction of final layout cells sized beyond drive strength 1
* 80 um — Chip Height
* 402 — filler cell count in the final layout
* 3416 um2 — CORE AREA
* 0.40 ns — delay of the slowest cell on the worst path
* 0 ns — post-route setup TNS
* 132 — via count of the first global-routing pass
* 1.000 — Comb pwr share
* 3 — number of distinct library cells after synthesis
* 5 — worst hold stages
* 128 — count of vias placed by the detailed router
* 2.24 ns — CP required
* 151.2 nW/um2 — PD cells
* 0.5424 — post-synth top area share
* 0 — setup-violating endpoint count in the final report
* sky130_fd_sc_hd__inv_1 — most repeated cell in the gate-level netlist after synthesis
* 0.0001416 uW — total leakage power
* 0.04322 — FP Util
* 80 um — chip width
* 0 — overflow left after global routing
* 0 — post-detailed-route count of antenna-violating nets
* 0 — number of hold violations in the final report
* primary input — startpoint type of the worst setup path
* 6 — CP Buf/Inv Count
* 8.202 um2 — synthesized area per cell
* 0.01158 — gr usage total
* -0.8145 ns — setup slack at placement
* 2.777 ns — post-layout min period
* 0 — flip-flops
* sky130_fd_sc_hd__fa_2 — dominant cell type by count on the critical path
* 0 — DR DRC count
* 1 — worst-path fanout max
* 426 um — post-detailed-routing wire length
* 32.31 uW — internal portion of total power
* 0.9919 — final clock period utilization by the worst path
* 147.6 um2 — post-synthesis cell area
* 321.6 um2 — finished layout cell area
* 0 — fraction of power consumed by the clock network
* 16.32 uW — sw power
* 0 — buffer count from post-CTS setup fixing
* 315.3 um2 — cell area reported after detailed placement
* 0 — antenna cells
* 0 um2 — FF+latch area
* 0 — share of synthesized area occupied by flip-flops and latches
* 21 — FP Rows
* buf_6 -> inv_4 -> fa_2 -> inv_2 -> fa_2 -> fa_2 -> inv_2 -> fa_1 -> inv_1 -> buf_2 — critical path cell sequence
* sky130_fd_sc_hd__fa_1 — cell with the biggest individual delay on the critical path
* 2.22 ns — signal arrival time at the worst endpoint
* 0 — initial antenna violation count
* 0.09824 ns — Tightest Pin Transition
* 6400 um2 — Die Outline Area
* 74 — placed cell count
* adder cells — category of cells accounting for the largest share of critical-path delay
* 0 — sequential cell fraction of total power
* 0 — clkbuf count
* 0 — total number of yosys warnings
* 0.9343 — worst rel slew slack
* 5.757 um — post-DR wirelength/cell
* 18 — number of standard cells reported by yosys
* 0.3356 — switching share of total power
* sky130_fd_sc_hd__fa_1 — cell type contributing the most total cell area after synthesis
* output port — sort of element at the end of the critical path
* 74 — post-route insts no fill
* true — setup repair after global routing missed its margin
* 2 — maximum number of pins on one net before global-route repair
* 14 — # IOs
* 0 — max cap viols
* 0.02273 ns — post-layout worst setup margin
* 34 — count of warning messages emitted by the tools
* 117.8% — signed area change from the synthesized netlist to the final layout
* 147.6 um2 — synthesized chip area reported by yosys
* 1.730 — routed vias/inst
* 0.3601 GHz — Max Clk Rate
* 10 — Critical Path Stages
* sky130_fd_sc_hd__fa_1 (54%), sky130_fd_sc_hd__inv_1 (25%), sky130_fd_sc_hd__buf_4 (20%) — largest cells by area after synthesis
* sky130_fd_sc_hd__inv_1 (10), sky130_fd_sc_hd__buf_4 (4), sky130_fd_sc_hd__fa_1 (4) — most frequent cells after synthesis
-- per-layer routing --
metal	GRT usage	part of all wire
met4	0	0
met3	0.006818	0.19
met2	0.01284	0.23
met5	0	0
met1	0.01863	0.58
-- worst min-delay path: cells and delay by family --
kind,cells,cell delay [ns]
fa+ha+maj,1,0.18
buf+inv,4,0.55
-- through the flow --
| stage | utilization | hold WS, ns |
|---|---|---|
| finish | 0.09414 | 1.867 |
| global placement | 0.09231 | 2.160 |
| CTS | 0.09341 | 1.873 |
| detailed placement | 0.09231 | 2.175 |
| floorplan | - | 1.337 |
| global route | 0.09414 | 1.886 |
-- layout by cell type, fill, tap and decap left out --
cell / instances
sky130_fd_sc_hd__buf_6: 3
sky130_fd_sc_hd__dlygate4sd2_1: 4
sky130_fd_sc_hd__clkdlybuf4s50_1: 6
sky130_fd_sc_hd__inv_4: 2
sky130_fd_sc_hd__fa_1: 1
sky130_fd_sc_hd__inv_1: 5
sky130_fd_sc_hd__fa_2: 3
sky130_fd_sc_hd__inv_2: 3
sky130_fd_sc_hd__buf_2: 1
-- final timing paths --
| kind | start | end | slack (ns) |
|---|---|---|---|
| worst max-delay path | a[0] | sum[3] | 0.02 |
| worst min-delay path | c_in | sum[0] | 1.87 |
-- power by group through the flow --
stage     clock, uW  sequential [uW]  combinational, uW
4_1_cts           0                0               49.9
5_1_grt           0                0               55.3
6_report          0                0               48.6
-- repair_timing --
action | in CTS | in global routing
hold buffers | 0 | 0
pin swaps | 4 | 4
setup endpoints to repair | 4 | 2
gates resized | 30 | 1
-- cell type report --
type | count | area, um2 | share of cell area
tap | 46 | 57.56 | 0.1790
multi-input combinational | 4 | 87.58 | 0.2724
inverter | 10 | 42.54 | 0.1323
timing repair buffer | 14 | 133.9 | 0.4163
-- cell families (layout without fill, tap and decap cells) --
group	Yosys count	after routing	synth area share
buffers and inverters	14	24	0.4577
adder cells (fa/ha/maj)	4	4	0.5424
No activity file was given, so power comes from the tool's default toggle rates.
